## design/flow/run.sh

```bash
#!/bin/bash
# OpenROAD 26Q1-2900-gdf79404cd8, Yosys 0.63+post, stock flow scripts
make -C /OpenROAD-flow-scripts/flow DESIGN_CONFIG=/design/flow/config.mk WORK_HOME=/design/flow/orfs finish
```

## design/flow/config.mk

```make
export PLATFORM = sky130hd
export DESIGN_NAME = commutator
export DESIGN_NICKNAME = commutator
export VERILOG_FILES = /design/flow/design.v
export SDC_FILE = /design/flow/constraint.sdc
export NUM_CORES = 4
export LEC_CHECK = 1
export CORE_AREA = 10 10 70 70
export DIE_AREA = 0 0 80 80
```

## design/flow/constraint.sdc

```tcl
current_design commutator

set clk_period 1.4
set clk_io_pct 0.2

create_clock -name clk0 -period $clk_period

set non_clock_inputs [all_inputs -no_clocks]
set_input_delay [expr $clk_period * $clk_io_pct] -clock clk0 $non_clock_inputs
set_output_delay [expr $clk_period * $clk_io_pct] -clock clk0 [all_outputs]
```

## design/flow/design.v

```verilog
module multiplexer_8_to_1(d,control,out);
input [2:0]control;
input [7:0]d;
output reg out;
always @ (d[0] or d[1] or d[2] or d[3] or d[4] or d[5] or d[6] or d[7] or control[0] or control[1]) begin
case(control)
3'b000 : out <= d[0];
3'b100 : out <= d[1];
3'b010 : out <= d[2];
3'b110 : out <= d[3];
3'b001 : out <= d[4];
3'b101 : out <= d[5];
3'b011 : out <= d[6];
3'b111 : out <= d[7];
default : out <= 0;
endcase
end
endmodule
module mx_reg(d,control,out);
input [7:0] d;
input [8:0] control;
output [2:0] out;
multiplexer_8_to_1 dd0(.d(d), .control(control[2:0]), .out(out[0]));
multiplexer_8_to_1 dd1(.d(d), .control(control[5:3]), .out(out[1]));
multiplexer_8_to_1 dd2(.d(d), .control(control[8:6]), .out(out[2]));
endmodule
module d_trigger(d,clk,q,qbar);
output reg q;
output qbar;
input d, clk;
assign qbar = ~q;
always @ (d or clk) begin
if (clk)
q = d;
end
endmodule
module mem_reg(control,clk,out);
input clk;
input [2:0] control;
output [2:0] out;
d_trigger dd0(.d(control[0]), .clk(clk), .q(out[0]), .qbar());
d_trigger dd1(.d(control[1]), .clk(clk), .q(out[1]), .qbar());
d_trigger dd2(.d(control[2]), .clk(clk), .q(out[2]), .qbar());
endmodule
module mem3_reg(control,clk,out);
input [2:0]clk;
input [2:0] control;
output [8:0] out;
mem_reg dd0(.control(control), .clk(clk[0]), .out(out[2:0]));
mem_reg dd1(.control(control), .clk(clk[1]), .out(out[5:3]));
mem_reg dd2(.control(control), .clk(clk[2]), .out(out[8:6]));
endmodule
module commutator(inputs,control,clk,outputs);
input [2:0]clk;
input [2:0] control;
input [7:0] inputs;
output [2:0] outputs;
wire [8:0] mem_out;
mem3_reg dd0(.control(control),.clk(clk),.out(mem_out));
mx_reg dd1(.d(inputs),.control(mem_out),.out(outputs));
endmodule
```

==> summary.txt <==
The synthesis and PnR run went through. Summed over all nets, the switching power comes to 0.0000270 W. Clock network fraction of total power landed at 0. Summed over all layers, the routed wires come to 847 um. The worst setup path is launched from a primary input.

At the pin with the least slew margin, the transition time is 132 ps. All-layer global routing usage landed at 0.0257. The detailed router reports a met2 wire length of 485 um. Max-slew headroom at the worst pin landed at 0.912.

Initial core utilization landed at 0.102. In this run the maximum-capacitance check reported violations numbering 0. Switching power as a fraction of the total was reported as 0.224.

The synthesized netlist was found by Yosys to have 21 cells. Final worst slack landed at -101 ps. Remaining routing DRC violations landed at 0.

Number of diodes landed at 0. Fraction of power consumed by sequential logic landed at 0.191. Average detailed-routed wire length per instance landed at 10.5 um. During placement, the flow inserted port buffers numbering 17.

After synthesis, the mean cell area works out to 16.6 um2. The first global-routing pass estimated 1350 um of wire. Routed length on met3 landed at 52 um. The highest metal layer carrying signal wires in the routed design is met3. In the power breakdown, the internal column shows 0.0000936 W.

9 endpoints have no timing constraint. The worst path in the final design needs a cycle of 1500 ps, including I/O delays and setup. Of the cells placed in the final design, the portion with a size suffix greater than 1 is 0.571. The arrival time of data at the worst endpoint is listed as 1220 ps. After synthesis, the chip area reported by Yosys is 349 um2. The critical path in this run is classified as in2out. The final reports fail on setup timing. The floorplan step set the die width to 80 um. Maximum number of pins on one net before global-route repair landed at 4.

Gate count of the mapped netlist landed at 21. OpenROAD warning count landed at 35. Leaving out fill and tap cells, the most frequent cells in the layout are sky130_fd_sc_hd__dlxtp_1 (9), sky130_fd_sc_hd__buf_6 (8), sky130_fd_sc_hd__mux4_2 (6), sky130_fd_sc_hd__clkdlybuf4s50_1 (6), sky130_fd_sc_hd__mux2_4 (3). In this run the worst hold path is classified as in2out. Final core utilization landed at 0.160.

STA classifies the critical path endpoint as a primary output. I/O pin total landed at 17. Sum of routed wire segments on met1 landed at 310 um. The detailed router placed 225 vias in this run.

Number of failing setup endpoints in the final timing report landed at 3. Routability-driven placement finished with a final weighted congestion of 0.730. Number of max-slew violations in the final report landed at 0. Total power divided by cell area landed at 220 mW/mm2. The signal on the critical path passes through buf_6 -> mux4_2 -> mux2_4 -> buf_6. Highest attainable clock frequency landed at 666 MHz. The first detailed-routing pass ran for 2 iterations. Per the OpenROAD floorplan log, the area of the core is 0.00342 mm2. The synthesized design contains 9 register bits. The die is 80 um tall. Relative to the synthesized area, the layout overhead comes to 57.0%. The netlist uses 4 different library cells. Dividing the detail-routed via count by the number of cells gives 2.78. Across all hold checks on the routed design, the worst slack comes to 1060 ps.

After synthesis the cells add up to 349 um2. In this run, post-CTS hold repair placed 0 buffers. Number of hold violations in the final report landed at 0. Count of unclocked register or latch pins landed at 9. The flow ran to the end, but the final reports show violations. Final critical-path share of the clock period landed at 1.07. Violation tally from detailed-route iteration zero landed at 1. Die outline area landed at 0.00640 mm2. Per the timing report, the biggest fanout along the worst path comes to 3. In this run the static leakage power is 0.221 nW. The OpenROAD report gives the critical path a required time of 1120 ps. The report lists the number of standard-cell rows as 21. Via count of the first global-routing pass landed at 259. Residual overflow from global routing landed at 0. The longest incremental delay of any stage on the critical path is reported as 450 ps. Post-CTS repair timing setup buffer count landed at 0. Warning count from the yosys run landed at 2.

By instance count after routing, the leading logic cell type is sky130_fd_sc_hd__dlxtp_1. Setup repair after global routing could not meet its margin everywhere. Counting stages on the worst path, the most repeated cell is sky130_fd_sc_hd__buf_6. Adding up every negative setup slack in the final design gives -279 ps. Share of total power in combinational logic landed at 0.809. Among all stages on the critical path, the largest delay is contributed by sky130_fd_sc_hd__mux4_2. Tally of nets with antenna violations remaining after routing landed at 0. Number of antenna violations at the first check in global routing landed at 0.

Worst-case vdd ir drop landed at 0.0645 mV.
[power groups by stage]
stage         sequential (W)  combinational (W)  clock (W)
CTS                0.0000232          0.0000993          0
global route       0.0000241           0.000105          0
finish             0.0000231          0.0000976          0
[timing repair]
action	CTS	global route
endpoints found under the setup margin	3	3
pin swaps	0	0
resized	53	1
[synth_stat cells]
cell	count	area share
sky130_fd_sc_hd__mux4_1	6	0.45
sky130_fd_sc_hd__dlxtp_1	9	0.39
sky130_fd_sc_hd__mux2_2	3	0.097
sky130_fd_sc_hd__buf_4	3	0.065
[worst paths after layout]
path,to,depth (start not counted),from
min,outputs[0],4,inputs[0]
max,outputs[1],4,inputs[5]
[layer usage]
metal	track usage	vias up
met2	0.0538	7
met1	0.0254	108
met3	0.00682	0
li1	-	110
met4	0	0
met5	0	-
[cell families after synthesis]
kind of cell,Yosys count,synth area share
buf+inv,3,0.0645
mux,9,0.548
latches,9,0.387
[sequential cells by signal, indices dropped and copies added (netlist names)]
signal         cells
dd0.dd0.dd1.q      1
dd0.dd1.dd0.q      1
dd0.dd0.dd0.q      1
dd0.dd1.dd1.q      1
dd0.dd0.dd2.q      1
dd0.dd2.dd1.q      1
dd0.dd1.dd2.q      1
dd0.dd2.dd2.q      1
dd0.dd2.dd0.q      1
[per-stage QoR]
step           total power (W)  setup WS, ps  instances  area, um2
3_3_place_gp          0.000121          -807         81        547
6_report              0.000121          -101         81        548
4_1_cts               0.000122          -106         81        544
2_1_floorplan        0.0000634        -0.929         21        342
3_5_place_dp          0.000122          -799         81        547
5_1_grt               0.000129          -131         81        548
[final cells by class]
cell class                 count  area, um2
fill                         385       2870
sequential                     9        135
tap                           46       57.6
timing repair buffer          17        175
multi-input combinational      9        180
[worst max-delay path, delay by kind of cell]
kind     cells  cell delay [ps]
mux          2              730
buf+inv      2              200
No activity file was given, so power comes from the tool's default toggle rates.
